==> ./design.v <==
module pool (
    input wire reset,                                  
    input wire [23:0] alu_stamp_flat,                
    input wire [7:0] alu_stamp_in,                  
    input wire [39:0] alu_take_flat,                 
    input wire [7:0] alu_take_in,                   
    input wire [23:0] fpu_stamp_flat,                
    input wire [7:0] fpu_stamp_in,                  
    input wire [39:0] fpu_take_flat,                 
    input wire [7:0] fpu_take_in,                   
    input wire [23:0] imm_stamp_flat,                
    input wire [7:0] imm_stamp_in,                  
    input wire [39:0] imm_take_flat,                 
    input wire [7:0] imm_take_in,                   
    input wire [23:0] jump_stamp_flat,                
    input wire [7:0] jump_stamp_in,                  
    input wire [39:0] jump_take_flat,                 
    input wire [7:0] jump_take_in,                   
    input wire [23:0] mov_stamp_flat,                
    input wire [7:0] mov_stamp_in,                  
    input wire [39:0] mov_take_flat,                 
    input wire [7:0] mov_take_in,                   
    output wire [23:0] conveyor_stamp_flat,                
    output reg [7:0] conveyor_stamp_in,                  
    output wire [39:0] conveyor_take_flat,                
    output reg [7:0] conveyor_take_in                     
);
    wire [2:0] alu_stamp [7:0];                    
    wire [4:0] alu_take [7:0];                     
    wire [2:0] fpu_stamp [7:0];                    
    wire [4:0] fpu_take [7:0];                     
    wire [2:0] imm_stamp [7:0];                    
    wire [4:0] imm_take [7:0];                     
    wire [2:0] jump_stamp [7:0];                    
    wire [4:0] jump_take [7:0];                     
    wire [2:0] mov_stamp [7:0];                    
    wire [4:0] mov_take [7:0];                     
    reg [2:0] conveyor_stamp [7:0];                    
    reg [4:0] conveyor_take [7:0];                     
    assign alu_stamp[0] = alu_stamp_flat[2:0];             
    assign alu_stamp[1] = alu_stamp_flat[5:3];
    assign alu_stamp[2] = alu_stamp_flat[8:6];
    assign alu_stamp[3] = alu_stamp_flat[11:9];
    assign alu_stamp[4] = alu_stamp_flat[14:12];
    assign alu_stamp[5] = alu_stamp_flat[17:15];
    assign alu_stamp[6] = alu_stamp_flat[20:18];
    assign alu_stamp[7] = alu_stamp_flat[23:21];
    assign alu_take[0] = alu_take_flat[4:0];               
    assign alu_take[1] = alu_take_flat[9:5];
    assign alu_take[2] = alu_take_flat[14:10];
    assign alu_take[3] = alu_take_flat[19:15];
    assign alu_take[4] = alu_take_flat[24:20];
    assign alu_take[5] = alu_take_flat[29:25];
    assign alu_take[6] = alu_take_flat[34:30];
    assign alu_take[7] = alu_take_flat[39:35];
    assign fpu_stamp[0] = fpu_stamp_flat[2:0];             
    assign fpu_stamp[1] = fpu_stamp_flat[5:3];
    assign fpu_stamp[2] = fpu_stamp_flat[8:6];
    assign fpu_stamp[3] = fpu_stamp_flat[11:9];
    assign fpu_stamp[4] = fpu_stamp_flat[14:12];
    assign fpu_stamp[5] = fpu_stamp_flat[17:15];
    assign fpu_stamp[6] = fpu_stamp_flat[20:18];
    assign fpu_stamp[7] = fpu_stamp_flat[23:21];
    assign fpu_take[0] = fpu_take_flat[4:0];               
    assign fpu_take[1] = fpu_take_flat[9:5];
    assign fpu_take[2] = fpu_take_flat[14:10];
    assign fpu_take[3] = fpu_take_flat[19:15];
    assign fpu_take[4] = fpu_take_flat[24:20];
    assign fpu_take[5] = fpu_take_flat[29:25];
    assign fpu_take[6] = fpu_take_flat[34:30];
    assign fpu_take[7] = fpu_take_flat[39:35];
    assign imm_stamp[0] = imm_stamp_flat[2:0];             
    assign imm_stamp[1] = imm_stamp_flat[5:3];
    assign imm_stamp[2] = imm_stamp_flat[8:6];
    assign imm_stamp[3] = imm_stamp_flat[11:9];
    assign imm_stamp[4] = imm_stamp_flat[14:12];
    assign imm_stamp[5] = imm_stamp_flat[17:15];
    assign imm_stamp[6] = imm_stamp_flat[20:18];
    assign imm_stamp[7] = imm_stamp_flat[23:21];
    assign imm_take[0] = imm_take_flat[4:0];               
    assign imm_take[1] = imm_take_flat[9:5];
    assign imm_take[2] = imm_take_flat[14:10];
    assign imm_take[3] = imm_take_flat[19:15];
    assign imm_take[4] = imm_take_flat[24:20];
    assign imm_take[5] = imm_take_flat[29:25];
    assign imm_take[6] = imm_take_flat[34:30];
    assign imm_take[7] = imm_take_flat[39:35];
    assign jump_stamp[0] = jump_stamp_flat[2:0];             
    assign jump_stamp[1] = jump_stamp_flat[5:3];
    assign jump_stamp[2] = jump_stamp_flat[8:6];
    assign jump_stamp[3] = jump_stamp_flat[11:9];
    assign jump_stamp[4] = jump_stamp_flat[14:12];
    assign jump_stamp[5] = jump_stamp_flat[17:15];
    assign jump_stamp[6] = jump_stamp_flat[20:18];
    assign jump_stamp[7] = jump_stamp_flat[23:21];
    assign jump_take[0] = jump_take_flat[4:0];               
    assign jump_take[1] = jump_take_flat[9:5];
    assign jump_take[2] = jump_take_flat[14:10];
    assign jump_take[3] = jump_take_flat[19:15];
    assign jump_take[4] = jump_take_flat[24:20];
    assign jump_take[5] = jump_take_flat[29:25];
    assign jump_take[6] = jump_take_flat[34:30];
    assign jump_take[7] = jump_take_flat[39:35];
    assign mov_stamp[0] = mov_stamp_flat[2:0];             
    assign mov_stamp[1] = mov_stamp_flat[5:3];
    assign mov_stamp[2] = mov_stamp_flat[8:6];
    assign mov_stamp[3] = mov_stamp_flat[11:9];
    assign mov_stamp[4] = mov_stamp_flat[14:12];
    assign mov_stamp[5] = mov_stamp_flat[17:15];
    assign mov_stamp[6] = mov_stamp_flat[20:18];
    assign mov_stamp[7] = mov_stamp_flat[23:21];
    assign mov_take[0] = mov_take_flat[4:0];               
    assign mov_take[1] = mov_take_flat[9:5];
    assign mov_take[2] = mov_take_flat[14:10];
    assign mov_take[3] = mov_take_flat[19:15];
    assign mov_take[4] = mov_take_flat[24:20];
    assign mov_take[5] = mov_take_flat[29:25];
    assign mov_take[6] = mov_take_flat[34:30];
    assign mov_take[7] = mov_take_flat[39:35];
    assign conveyor_stamp_flat[2:0] = conveyor_stamp[0];                     
    assign conveyor_stamp_flat[5:3] = conveyor_stamp[1];
    assign conveyor_stamp_flat[8:6] = conveyor_stamp[2];
    assign conveyor_stamp_flat[11:9] = conveyor_stamp[3];
    assign conveyor_stamp_flat[14:12] = conveyor_stamp[4];
    assign conveyor_stamp_flat[17:15] = conveyor_stamp[5];
    assign conveyor_stamp_flat[20:18] = conveyor_stamp[6];
    assign conveyor_stamp_flat[23:21] = conveyor_stamp[7];
    assign conveyor_take_flat[4:0] = conveyor_take[0];                       
    assign conveyor_take_flat[9:5] = conveyor_take[1];
    assign conveyor_take_flat[14:10] = conveyor_take[2];
    assign conveyor_take_flat[19:15] = conveyor_take[3];
    assign conveyor_take_flat[24:20] = conveyor_take[4];
    assign conveyor_take_flat[29:25] = conveyor_take[5];
    assign conveyor_take_flat[34:30] = conveyor_take[6];
    assign conveyor_take_flat[39:35] = conveyor_take[7];
    integer i;                       
        always @(*) begin
        if (reset) begin            
            for (i = 7; i > -1; i = i - 1) begin
                conveyor_stamp[i] = 3'b0; 
                conveyor_take[i] = 5'b0;
            end
            conveyor_stamp_in = 8'b0;
            conveyor_take_in = 8'b0;
        end else begin
            conveyor_take_in = 8'b00000000;         
            conveyor_stamp_in = 8'b00000000;
            for (i = 7; i > -1; i = i - 1) begin
                conveyor_stamp[i] = 3'b0; 
                conveyor_take[i] = 5'b0;
            end
            for (i = 7; i > -1; i = i - 1) begin                     
                if (alu_stamp_in[i] == 1'b1) begin                   
                    conveyor_stamp[i] = alu_stamp[i]; 
                    conveyor_stamp_in[i] = 1'b1;      
                end
                if (alu_take_in[i] == 1'b1) begin                    
                    conveyor_take[i] = alu_take[i];   
                    conveyor_take_in[i] = alu_take_in[i]; 
                end
            end
            for (i = 7; i > -1; i = i - 1) begin                     
                if (fpu_stamp_in[i] == 1'b1) begin                   
                    conveyor_stamp[i] = fpu_stamp[i]; 
                    conveyor_stamp_in[i] = 1'b1;      
                end
                if (fpu_take_in[i] == 1'b1) begin                    
                    conveyor_take[i] = fpu_take[i];   
                    conveyor_take_in[i] = fpu_take_in[i]; 
                end
            end
            for (i = 7; i > -1; i = i - 1) begin                     
                if (imm_stamp_in[i] == 1'b1) begin                   
                    conveyor_stamp[i] = imm_stamp[i]; 
                    conveyor_stamp_in[i] = 1'b1;      
                end
                if (imm_take_in[i] == 1'b1) begin                    
                    conveyor_take[i] = imm_take[i];   
                    conveyor_take_in[i] = imm_take_in[i]; 
                end
            end
            for (i = 7; i > -1; i = i - 1) begin                     
                if (jump_stamp_in[i] == 1'b1) begin                   
                    conveyor_stamp[i] = jump_stamp[i]; 
                    conveyor_stamp_in[i] = 1'b1;      
                end
                if (jump_take_in[i] == 1'b1) begin                    
                    conveyor_take[i] = jump_take[i];   
                    conveyor_take_in[i] = jump_take_in[i]; 
                end
            end
            for (i = 7; i > -1; i = i - 1) begin                     
                if (mov_stamp_in[i] == 1'b1) begin                   
                    conveyor_stamp[i] = mov_stamp[i]; 
                    conveyor_stamp_in[i] = 1'b1;      
                end
                if (mov_take_in[i] == 1'b1) begin                    
                    conveyor_take[i] = mov_take[i];   
                    conveyor_take_in[i] = mov_take_in[i]; 
                end
            end
        end
    end
endmodule
==> ./run.sh <==
#!/bin/bash
# OpenROAD 26Q1-2900-gdf79404cd8, Yosys 0.63+post, stock flow scripts
make -C /OpenROAD-flow-scripts/flow DESIGN_CONFIG=/design/flow/config.mk WORK_HOME=/design/flow/orfs finish
==> ./config.mk <==
export PLATFORM = sky130hd
export DESIGN_NAME = pool
export DESIGN_NICKNAME = pool
export VERILOG_FILES = /design/flow/design.v
export SDC_FILE = /design/flow/constraint.sdc
export NUM_CORES = 4
export LEC_CHECK = 1
export CORE_AREA = 10 10 191 191
export DIE_AREA = 0 0 201 201
==> ./constraint.sdc <==
current_design pool

set clk_period 1.8
set clk_io_pct 0.2

create_clock -name clk0 -period $clk_period

set non_clock_inputs [all_inputs -no_clocks]
set_input_delay [expr $clk_period * $clk_io_pct] -clock clk0 $non_clock_inputs
set_output_delay [expr $clk_period * $clk_io_pct] -clock clk0 [all_outputs]
==> flow_summary.ini <==
; yosys + openroad results
[worst_setup_path]
crit_path_end_kind = primary output
cp_common_cell = buf_2
path_buffers = 4
cpLargestDelayFamily = buffers and inverters
cp.arrival_ns = 1.42
max_stage_delay_ns = 0.26
cp_max_fo = 4
cp_slowest_cell = or2_4
cp_cell_sequence = buf_2 -> or2_4 -> buf_12 -> buf_4 -> a221oi_4 -> o21ai_2 -> buf_2
critPathKind = input pin to primary output
required_ns = 1.44
start_kind = input pin

[final_timing]
min_period_ns = 1.78
period_used_pct = 98.8
setup_viol = 0
rsz0062_at_grt = yes
max_slew_margin_pct = 78.2
hold_violations = 0
worst_pin_slew_ns = 0.327
timing.setup.tns_ns = 0
slew_violations = 0
fin_ws_ns = 0.0209
timing.fmax_mhz = 562

[place]
dp_hpwl_um = 25300
place_congestion = 0.981
place_worst_setup_slack_ns = -0.925
io_buffers = 481

[global_routing]
antenna_found_initial = 5
grt_use_total_pct = 13.3
grt_pass1_vias = 6744
grt_max_degree = 23
grt-ovfl-total = 0
grt_pass1_wl_um = 41500

[yosys]
yosysUniqueCellTypes = 38
syn_inst = 474
synth_top_area_share_pct = 14.7
ys_seq_share_pct = 0
synth.avg_cell_area_um2 = 6.21
synthesis.area_um2 = 2940
ys_cells = 474
synth_warnings = 3
ys_top_cells_by_area = nand2_1, nor2b_1, a32o_1
ys_area_um2 = 2940
top_area_cell = nand2_1

[die]
design.die.area_um2 = 40400
die_h_um = 201
core_area_um2 = 32500
num_io_pins = 481
fp_util_pct = 9.07
num_rows = 66
die_x_um = 201

[drt]
drt-total-wl_um = 28700
first_iter_violations = 264
dr.pass1.iters = 7
drc = 0
via_per_inst = 4.19
vias = 6279
post_drt_wl_per_cell_um = 19.2
antenna_left = 0

[min_path]
hold_class = input pin to primary output

[layout]
drive_gt1_share_pct = 33.4
clkbuf_count = 0
post-route-util_pct = 29.7
area_delta_synth_final_pct = 227
flop-count = 0
ff_latch_area_um2 = 0

[run]
tool_warnings = 34
maxCapViolations = 0

[pwr]
power_mw = 2.03
power_density_nw_per_um2 = 211
ir_drop_mv = 0.102
power_leakage_nw = 4.02

[status]
status = finished, final reports clean
[synthesized netlist by cell type (2+ instances only)]
library cell	count
nand2_1	115
nor2_1	25
and3b_1	4
nor2b_1	53
nand2b_1	6
inv_1	13
o211ai_1	22
or2_2	8
nor3b_1	2
a21oi_1	13
o41ai_1	3
nor4_1	7
a211oi_1	9
nor2_8	2
nor2_4	5
a32o_1	29
buf_6	6
a221oi_1	32
o21ai_1	20
a221oi_2	2
o22ai_1	4
o221ai_1	27
o21ai_0	44
nor3_1	8
a211oi_2	2
[power breakdown]
group / internal, mW / switching [mW]
combinational: 1.27 / 0.766
sequential: 0 / 0
clock: 0.000000149 / 0
total: 1.27 / 0.766
[cells by family after synthesis]
group                  Yosys count  share of synthesized area (%)
AND-OR/OR-AND                  212                           53.9
buffers and inverters           23                           5.02
AND/OR/NAND/NOR                239                           41.1
[layout by cell type, fill, tap and decap left out, types with 8 or more instances in the layout]
master	instances
a32o_1	23
o221ai_2	16
o21ai_1	49
clkdlybuf4s15_2	13
nor2_4	9
a221oi_2	28
clkbuf_2	15
nor2b_4	11
or2_4	8
o221ai_1	9
buf_2	56
nor2b_2	10
inv_1	10
nor2b_1	33
a211oi_2	10
o211ai_1	22
dlymetal6s2s_1	19
buf_6	17
clkdlybuf4s50_1	272
dlygate4sd2_1	85
buf_4	88
nand2_1	113
nor2_1	17
clkdlybuf4s15_1	18
[routing by layer]
metal	part of all wire (%)	GRT usage (%)	vias to the layer above
met2	48	22.8	328
met4	1.5	1.84	6
met1	42	16.3	2863
met5	0.14	0	-
li1	-	-	3054
met3	8.4	4.04	28
[per-stage QoR]
stage	area (um2)	hold slack (ns)	std cells
finish	9620	1.10	1498
global route	9620	1.13	1498
CTS	9460	1.17	1495
floorplan	2940	0.772	474
global placement	8910	1.54	1475
detailed placement	8910	1.52	1475
[final timing paths]
path | from | to | slack, ns | cells after the start
min | mov_take_in[4] | conveyor_take_flat[24] | 1.10 | 4
max | imm_take_in[7] | conveyor_take_flat[39] | 0.02 | 7
[area by class of cell]
class	count	area [um2]
Tap cell	442	553
Inverter	13	52.6
Antenna cell	2	5.00
Multi-Input combinational cell	451	3630
Timing Repair Buffer	590	5380
Fill cell	3423	22800
[repair_timing]
| action | in CTS | in global routing |
|---|---|---|
| hold buffers | 0 | 0 |
| buffers inserted | 24 | 2 |
| gates resized | 565 | 108 |
| pin swaps | 126 | 76 |
| endpoints found under the setup margin | 80 | 61 |
