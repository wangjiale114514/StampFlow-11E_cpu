File: design.v
module pc_adder (                            
    input wire clk,                         
    input wire reset,                      
    input wire [31:0] pc_jump,            
    input wire jump_start,               
    input wire pc_stop,                 
    output reg [31:0] pc_out           
);
    reg [31:0] next_pc;
    always @(posedge clk or posedge reset) begin
        if (reset) begin
            pc_out <= 32'h0000_0000;
        end
        else begin
            if (pc_stop) begin
                pc_out <= pc_out;
            end
            else begin
                if (jump_start) begin
                    next_pc = pc_out - 32'b0000000000000000000000000001000 + pc_jump;     
                    pc_out <= next_pc;
                end
                else begin
                    next_pc = pc_out + 32'd4;
                    pc_out <= next_pc;
                end
            end
        end
    end
endmodule
File: run.sh
#!/bin/bash
# OpenROAD 26Q1-2900-gdf79404cd8, Yosys 0.63+post, stock flow scripts
make -C /OpenROAD-flow-scripts/flow DESIGN_CONFIG=/design/flow/config.mk WORK_HOME=/design/flow/orfs finish
File: config.mk
export PLATFORM = sky130hd
export DESIGN_NAME = pc_adder
export DESIGN_NICKNAME = pc_adder
export VERILOG_FILES = /design/flow/design.v
export SDC_FILE = /design/flow/constraint.sdc
export NUM_CORES = 4
export LEC_CHECK = 1
export CORE_UTILIZATION = 40
File: constraint.sdc
current_design pc_adder

set clk_period 8.0
set clk_io_pct 0.2

create_clock -name clk0 -period $clk_period [get_ports {clk}]

set non_clock_inputs [all_inputs -no_clocks]
set_input_delay [expr $clk_period * $clk_io_pct] -clock clk0 $non_clock_inputs
set_output_delay [expr $clk_period * $clk_io_pct] -clock clk0 [all_outputs]
==> job_summary.md <==
## Implementation flow summary

| Metric | Value |
|---|---|
| Setup TNS | `0 ns` |
| Syn-to-layout area delta | `19.5%` |
| Outcome | `finished clean` |
| Setup ws final | `3.77 ns` |
| Gate Area | `0.00302 mm²` |
| Cts bufs inserted | `5` |
| Hold WC Path Type | `reg -> reg` |
| Htree depth | `2` |
| CTS tree | `built` |
| Max Cap Viol | `0` |
| Peak supply drop | `158 µV` |
| Pre-antenna DRT Iters | `5` |
| Final antenna-violating net count | `0` |
| Global-route wire length before repair | `20200 µm` |
| Yosys warns | `1` |
| Via count | `4345` |
| CTS Buffer Depth | `2` |
| Initial Util | `42.0%` |
| Die Width | `107 µm` |
| FMAX | `236 MHz` |
| Avg Vias per Cell | `5.42` |
| Switch share | `49.8%` |
| Log Warnings | `25` |
| DR WL/cell | `15.0 µm` |
| Yosys Instances | `609` |
| Most numerous cell in the Yosys netlist | `inv_1` |
| GRT Util Overall | `22.4%` |
| Largest net degree at the start of global routing | `47` |
| Sequential share of the synthesized area | `18.2%` |
| Pre-CTS setup slack | `3.44 ns` |
| Largest type area fraction | `18.2%` |
| Top area cell types | `dfrtp_1, ha_1, inv_1, a21oi_1, o21ai_0` |
| # diodes | `0` |
| Clk sink count | `32` |
| Cycle use final | `52.9%` |
| Final setup viols | `0` |
| CP Data Required Time | `8.21 ns` |
| RSZ-0062 raised after global routing | `false` |
| Port-buffer cells | `67` |
| Hold Worst Slack | `0.519 ns` |
| Flop area | `801 µm²` |
| Dominant register cell | `dfrtp_1` |
| Fin. max-slew vios | `0` |
| Critical Path AT | `4.45 ns` |
| Number of global-route vias before repair | `4084` |
| Initial antenna violation count | `0` |
| Chip area | `0.0114 mm²` |
| Worst setup SP type | `primary input` |
| Finished Core Util | `50.2%` |
| Synth flops | `32` |
| Mapped Cells | `609` |
| Post-CTS Hold Buffers | `0` |
| Residual DRC count | `0` |
| PwrDens | `392 mW/mm²` |
| Measured slew at the worst slew-check pin | `0.694 ns` |
| Pint | `0.00103 W` |
| RePlAce Congestion | `0.878` |
| Ratio of cells with drive above 1 in the final layout | `5.71%` |
| Setup Fix Bufs, Post-CTS | `0` |
| P_sw | `0.00103 W` |
| CTS clk-pin slew, worst paths | `0.08 ns` |
| Area leader, netlist | `dfrtp_1` |
| Cell Count, Final, Fillers Out | `801` |
| Fillers | `1071` |
| Initial DRC Count | `226` |
| Grt ovf | `0` |
| Slew HR | `53.4%` |
| Max reg flops | `32` |
| Hold Vio Cnt, Final | `0` |
| Top Registers | `pc_out: 32 flops` |
| Cell Rows | `37` |
| Sequential power share | `17.1%` |
| Gate power share | `76.6%` |
| Most frequent cells after synthesis | `inv_1, ha_1, a21oi_1` |
| Clock skew | `0.00700 ns` |
| Yosys stat chip area | `0.00439 mm²` |
| Ys async rst share | `100%` |
| Most flop-heavy register | `pc_out` |
| Clock power frac | `6.3%` |
| Crit path time final | `4.23 ns` |
| Unique cell types | `70` |
| Post-DP HPWL | `8900 µm` |
| Clk latency late pin | `0.29 ns` |
| Total wire length | `12000 µm` |
| Worst Path Max Fanout | `5` |
| Syn_area_per_cell | `7.21 µm²` |
| CP Capture Type | `flop` |
| CP Class | `in -> reg` |
| Leak pwr | `2.50 nW` |
| Core Region | `0.0105 mm²` |
| Placed cell count | `794` |
| Post-synth EDFFs | `0` |
| Post-cts resize count | `0` |
| Syn Std Cell Area | `0.00439 mm²` |
| Die H | `107 µm` |
| I/O pin total | `68` |
| CTS root buf | `clkbuf_8` |
power by group through the flow:
stage / Combinational (W) / Sequential, W / Clock [W]
4_1_cts: 0.00158 / 0.000352 / 0.000134
5_1_grt: 0.00180 / 0.000367 / 0.000140
6_report: 0.00158 / 0.000351 / 0.000130
per-stage QoR:
step	power [W]	area (µm²)
final	0.00206	5250
after global routing	0.00231	5250
after CTS	0.00207	5250
after detailed placement	0.00192	5170
after global placement	0.00193	5170
after floorplan	0.00148	4390
final cells by class:
type	instances	area share, %
clock buffer	6	1.38
clock inverter	1	0.0953
inverter	123	8.79
multi-input combinational	430	57.6
sequential	32	15.3
tap	136	3.24
timing repair buffer	73	13.6
layer usage:
metal / share of wire (%) / wire [µm] / track usage [%] / vias up
met2: 45 / 5400 / 36.2 / 140
met1: 49 / 5830 / 33.6 / 1970
met3: 5.5 / 661 / 3.04 / 10
met5: 0 / 0 / 0 / -
met4: 0.89 / 107 / 1.86 / 0
li1: - / - / - / 2225
kinds of logic after synthesis:
kind of cell             count (synthesis)  share of synthesized area, %
AND/OR/NAND/NOR                        161                          18.8
adder cells (fa/ha/maj)                 63                          18.1
XOR/XNOR                                19                          3.79
AND-OR/OR-AND                          179                          26.2
flip-flops                              32                          18.2
buffers and inverters                  147                          12.9
multiplexers                             8                          1.94
cell usage in the layout, fill, tap and decap left out, types with 3 or more instances in the layout:
cell type,Yosys,layout
dfrtp_1,32,32
o211ai_1,3,3
o21a_1,5,5
and3_1,9,9
nor4_1,3,3
a21oi_1,50,50
a21oi_2,3,3
clkdlybuf4s50_1,0,67
and2_1,3,3
mux2_2,4,4
a311oi_1,3,3
ha_1,62,62
xor2_1,6,6
nor3_1,12,12
clkbuf_8,0,5
a21o_1,8,8
nand2_1,42,42
nand3_1,14,14
xnor2_1,13,13
nand4_1,14,14
o31ai_1,3,3
inv_1,123,123
mux2i_1,4,4
or3_1,3,3
nor2_1,37,37
nor2b_1,6,6
a31oi_1,18,18
nand2b_1,4,4
buf_4,0,6
o21ai_0,46,46
o22ai_1,3,3
o21ai_1,5,5
worst paths after layout:
| kind | end | slack (ns) | startpoint | cells past startpoint |
|---|---|---|---|---|
| min reg2reg | pc_out[1] | 0.52 | pc_out[1] | 2 |
| max reg2reg | pc_out[18] | 4.98 | pc_out[11] | 12 |
| max in group asynchronous | pc_out[22] | 5.93 | reset | 3 |
| max | pc_out[25] | 3.77 | pc_jump[1] | 13 |
| min | pc_out[1] | 0.52 | pc_out[1] | 2 |
| min in group asynchronous | pc_out[31] | 1.71 | reset | 3 |
worst max-delay path, cell delays in order:
cell             delay [ns]
clkdlybuf4s50_1        0.41
ha_1                   0.28
ha_1                   0.17
inv_1                  0.06
fa_1                   0.38
nor2b_1                0.22
o31a_1                 0.22
o211ai_2               0.13
a21boi_4               0.23
o21ai_2                0.13
nor2_1                 0.15
mux2_2                 0.34
a21oi_1                0.14
Power and IR drop assume default switching activity.
